===== flow/config.mk =====
export PLATFORM = sky130hd
export DESIGN_NAME = clock_divider
export DESIGN_NICKNAME = clock_divider
export VERILOG_FILES = /design/flow/design.v
export SDC_FILE = /design/flow/constraint.sdc
export NUM_CORES = 4
export LEC_CHECK = 1
export CORE_AREA = 10 10 90 90
export DIE_AREA = 0 0 100 100

===== flow/constraint.sdc =====
current_design clock_divider

set clk_period 5.8
set clk_io_pct 0.2

create_clock -name clk0 -period $clk_period [get_ports {clk}]

set non_clock_inputs [all_inputs -no_clocks]
set_input_delay [expr $clk_period * $clk_io_pct] -clock clk0 $non_clock_inputs
set_output_delay [expr $clk_period * $clk_io_pct] -clock clk0 [all_outputs]

===== flow/design.v =====
module top_module (
    input  wire        clock,      
    input  wire        reset,      
    output wire  [15:0] led        
);
reg[7:0]  addr=0;
(* rom_style = "block" *)
reg [138:0] stimulus_mem [0:16];
initial begin
        $readmemb("input_ex_b.mem", stimulus_mem);
end
clock_divider #(
    .DIVISOR(100_000_000)
) clk_div_u (
    .clk   (clock),
    .reset (reset),
    .clk_en(clk)
);
always @(posedge clk) begin
    if (!reset)
        addr <= 0;
    else begin
        if (addr == 19)
                addr <= 0;
            else
                addr <= addr + 1;
        end
end
wire [82:0] stim = stimulus_mem[addr];
wire [31:0] execute_imm;
wire [31:0] pc;
wire immediate_sel;
wire mem_write;
wire jal;
wire jalr;
wire lui;
wire alu;
wire branch;
wire mem_to_reg;
wire [4:0] dest_reg_sel;
wire [2:0] alu_op;
wire illegal_inst_w;
wire exception_w;
assign pc              = stim[81:50];
assign execute_imm     = stim[49:18];
assign immediate_sel   = stim[17];
assign alu             = stim[16];
assign lui             = stim[15];
assign jal             = stim[14];
assign jalr            = stim[13];
assign branch          = stim[12];
assign mem_write       = stim[11];
assign mem_to_reg      = stim[10];
assign dest_reg_sel    = stim[9:5];
assign alu_op          = stim[4:2];
assign illegal_inst_w  = stim[1];
assign exception_w    = stim[0];
    wire [31:0] alu_operand1;
    wire [31:0] alu_operand2;
    wire [31:0] write_address;
    wire        branch_stall;
    wire [31:0] next_pc;
    wire        branch_taken;
    wire [31:0] wb_result;
    wire        wb_mem_write;
    wire        wb_alu_to_reg;
    wire [4:0]  wb_dest_reg_sel;
    wire        wb_branch;
    wire        wb_branch_nxt;
    wire        wb_mem_to_reg;
    wire [1:0]  wb_read_address;
    wire [2:0]  mem_alu_operation;
execute dut (
    .clk               (clk),
    .reset             (reset),
    .reg_rdata1        (reg_rdata1),
    .reg_rdata2        (reg_rdata2),
    .execute_imm       (execute_imm),
    .pc                (pc),
    .fetch_pc          (fetch_pc),
    .immediate_sel     (immediate_sel),
    .mem_write         (mem_write),
    .jal               (jal),
    .jalr              (jalr),
    .lui               (lui),
    .alu               (alu),
    .branch            (branch),
    .arithsubtype      (arithsubtype),
    .mem_to_reg        (mem_to_reg),
    .stall_read        (stall_read),
    .dest_reg_sel      (dest_reg_sel),
    .alu_op            (alu_op),
    .dmem_raddr        (dmem_raddr),
    .wb_branch_i       (wb_branch_i),
    .wb_branch_nxt_i   (wb_branch_nxt_i),
    .alu_operand1     (alu_operand1),
    .alu_operand2     (alu_operand2),
    .write_address    (write_address),
    .next_pc           (next_pc),
    .branch_taken      (branch_taken),
    .branch_stall      (branch_stall),
    .wb_result         (wb_result),
    .wb_mem_write      (wb_mem_write),
    .wb_alu_to_reg     (wb_alu_to_reg),
    .wb_dest_reg_sel   (wb_dest_reg_sel),
    .wb_branch         (wb_branch),
    .wb_branch_nxt     (wb_branch_nxt),
    .wb_mem_to_reg     (wb_mem_to_reg),
    .wb_read_address   (wb_read_address),
    .mem_alu_operation (mem_alu_operation)
);
assign led =   wb_dest_reg_sel ;
endmodule
module clock_divider(
    input  wire clk,
    input  wire reset,
    output reg  clk_en
);
    parameter DIVISOR = 100_000_000;
    reg [26:0] counter;
    always @(posedge clk) begin
        if (!reset) begin
            counter <= 0;
            clk_en <= 1'b0;
        end
        else if (counter == DIVISOR-1) begin
            counter <= 0;
            clk_en <= ~clk_en;
        end
        else begin
            counter <= counter + 1;
        end
    end
endmodule

===== flow/input_ex_b.mem =====
0000000000000000000000000000000000000000000000000000000000000000000000000000000011
0000000000000000000000000000000011111111111111111111111111100000110000000001000001
0000000000000000000000000000010000000000000000000000000000011100000000101110001001
0000000000000000000000000000100000000000000000000000000000100000110000000100000001
0000000000000000000000000000110000000000000000000000000001100100110000000111100001
0000000000000000000000000001000011111111111111111111111111101100000000100110001001
0000000000000000000000000001010000000000000000000000000000000010110000000111100001
0000000000000000000000000001100011111111111111111111111111101000000000100100001001
0000000000000000000000000001110011111111111111111111111111101100100000010111001001
0000000000000000000000000010000011111111111111111111111111101000100000010111101001
0000000000000000000000000010010000000000000000000000000000000000010000000111100001
0000000000000000000000000010100011111111111111111111111111100100000000100010001001
0000000000000000000000000010110011111111111111111111111111100100100000010111101001
0000000000000000000000000011000000000000000000000000000000000000110000000101000001
0000000000000000000000000011010000000000000000000000000000011100100000010100001001
0000000000000000000000000011100000000000000000000000000000100000110000000001000001
0000000000000000000000000011110000000000000000000000000000000000100010000000000001
0000000000000000000000000100000000000000000000000000000000000000000000000000000011
0000000000000000000000000100000000000000000000000000000000000000000000000000000011

===== flow/run.sh =====
#!/bin/bash
# OpenROAD 26Q1-2900-gdf79404cd8, Yosys 0.63+post, stock flow scripts
make -C /OpenROAD-flow-scripts/flow DESIGN_CONFIG=/design/flow/config.mk WORK_HOME=/design/flow/orfs finish

==> run summary <==
Here are the numbers from the latest Yosys + OpenROAD run.

The flow ran to the end, and the final reports show no timing, DRC or antenna violations. Logic depth along the worst register-to-register path is recorded as 5. The power density of the placed cells is about 220 nW/um^2. The cell count after placement came out at 228. The number of filler instances in the final layout came out at 669. The number of gates resized after CTS came out at 0. The maximum buffer depth of the clock tree came out at 2. The total negative slack for setup checks came out at 0 ns. The total detailed-routing wirelength is between 2000 and 3000 um. The setup slack of the worst register-to-register path came out at approximately 3.4 ns. For reference, the placement row count at floorplan is 29. The startpoint identified for the worst hold timing path is clk_en. The fraction of synthesis flops using an asynchronous set or reset pin came out at 0. The post-synthesis chip area from yosys came out at roughly 1400 um^2. The cell type contributing the most total cell area after synthesis is sky130_fd_sc_hd__dfxtp_1.

The dominant register cell is sky130_fd_sc_hd__dfxtp_1. The overall overflow remaining after global route came out at 0. Setup repair after global routing left no endpoint under its margin. The cell area after synthesis is approximately 1400 um^2. Looking at the max-slew report, the worst-margin pin has a slew of between 0.7 and 0.8 ns. The sink count of the clock tree is 28.

Per the repair_timing log after CTS, setup buffers inserted total 0. The source of the critical timing path is counter[0]. The first global-routing pass estimated about 4500 um of wire.

The routed design shows a wire length per standard cell of between 10 and 15 um. Along the worst path, the maximum fanout reaches 18. The tool warning count came out at 25.

The most common library cell in the layout ignoring fill and taps is sky130_fd_sc_hd__dfxtp_1. The via density per instance is between 4 and 5. The routed via count came out at approximately 1100. The timing report attributes the biggest portion of critical-path delay to AND-OR/OR-AND gates. The number of remaining DRC errors came out at 0. The final setup slack of the worst path is around 3.4 ns. The clock reaches the later pin of the worst-skew pair after 0.27 ns. For reference, the top cells by area after synthesis are sky130_fd_sc_hd__dfxtp_1 (41%), sky130_fd_sc_hd__nand4_1 (4.6%), sky130_fd_sc_hd__nor2_1 (3.9%).

The number of DRC markers in iteration 0 came out at approximately 56. The routed design ends up with an antenna cell count of 0. The die is about 100 um tall. In the power breakdown, the internal column shows between 0.2 and 0.3 mW. The sequential fraction of the synthesis area is 0.411. The reported leakage power came out at 0.433 nW.

The final-report hold violation count is 0. The combined area of the multi-input logic cells came out at 761 um^2. Per the cell usage report, the commonest logic cells after layout are sky130_fd_sc_hd__dfxtp_1 (28), sky130_fd_sc_hd__nor2_1 (14), sky130_fd_sc_hd__nand2_1 (11). The total die size is 10000 um^2. For the final database, setup skew stands at around 0.0013 ns. The worst setup slack before clock tree synthesis came out at 3.37 ns.

The cell at the root of the clock tree is sky130_fd_sc_hd__clkbuf_8. For reference, the final report shows the max-slew violation count at 0. The total buffers and inverters traversed by the critical path came out at 0. The synthesized design contains 0 enable-type register cells.

The pin count of the biggest net entering global routing came out at 19. The kind of start point of the critical path is a flop. The count of boundary I/O pins came out at 3. The total half-perimeter wirelength after legalization and detailed placement is roughly 1900 um. The number of unique standard cell types used by synthesis is 36. The clock buffer count from CTS came out at 3. The remaining number of nets flagged by the antenna check after routing came out at 0.

The sequential group share of total power is 0.604. According to the timing report, the arrival time at the worst endpoint equals 2.61 ns. The endpoint identified for the worst register-to-register timing path is counter[23]. The count of TritonRoute iterations in the first routing pass is 4. The instance area after placement is between 1000 and 1500 um^2. The post-synthesis sequential element count came out at 28. The endpoint type of the worst setup path is a flop. The initial core utilization came out at 0.217. The weighted congestion reported at the end of routability-driven placement is between 0.8 and 0.9. Per STA, the worst path is made up of ha_1, nand3_1, or2_2, o31ai_4, o21ba_2. TritonCTS built the clock tree. The max-cap check violation count is 0. The number of failing setup endpoints in the final timing report is 0. The fraction of layout instances using a drive strength above 1 came out at 0.0968. The source of the worst register-to-register timing path is counter[0]. The core box area came out at 6280 um^2. Looking at the hold checks, the worst path lands on clk_en. The number of synthesis warnings is 1. The sequential cell area in the final layout came out at 561 um^2. The share of total power dissipated in the clock network is 0.369. The number of global-route vias before repair is 896. The die extent in x is approximately 100 um. The growth of design area from synthesis to finish came out at 10.8%. The critical path class is reg -> reg. The critical-path cell with the highest stage delay is sky130_fd_sc_hd__o31ai_4.

The switching power share of the total came out at 0.207. After clock tree synthesis, the clock-pin slew on the worst setup and hold paths is 0.09 ns. In this run the power spent charging and discharging nets is 0.0676 mW.

The cts-stage hold buffer count came out at 0. The finished layout holds 232 standard cells, fillers aside. The period utilization is 0.419. The area fraction of the largest cell type after synthesis is 0.411. The power share of the combinational group is 0.027. The initial antenna violation count came to 0.

The synthesized instance count came out at 153. The average size of a mapped cell is 8.91 um^2. The worst VDD IR drop from the latest analysis is between 0.15 and 0.2 mV.

The minimum period implied by the final worst setup slack is roughly 2.4 ns. The slew check shows that the tightest pin keeps a relative margin of 0.479. The final non-filler cell area is 1510 um^2.

The number of I/O port buffers came out at 2. The number of cells reported by Yosys stat comes to roughly 150. The OpenROAD report gives the critical path a required time of between 5 and 6 ns. The delay of the slowest critical-path stage is approximately 0.74 ns. In the global route stage, overall resource usage came out at 0.0526. Note that the worst hold path type here is reg -> reg. The number of instances on the worst hold path came out at 2. The highest clock frequency the design can meet is around 400 MHz. In this run the number of H-tree levels came out at 1.
==> worst reg2reg max path, stage by stage, from the launching register on <==
cell	delay, ns
sky130_fd_sc_hd__dfxtp_1	0.39
sky130_fd_sc_hd__ha_1	0.20
sky130_fd_sc_hd__nand3_1	0.25
sky130_fd_sc_hd__or2_2	0.51
sky130_fd_sc_hd__o31ai_4	0.74
sky130_fd_sc_hd__o21ba_2	0.25
==> how the worst max path moves through the flow <==
stage,endpoint,slack (ns),cells after the start
after global routing,counter[23],3.20,5
after CTS,counter[23],3.36,5
final,counter[23],3.37,5
==> registers in the layout, summed over array words and instances (netlist names) <==
| name | count |
|---|---|
| clk_en | 1 |
| counter | 27 |
==> cells by family (layout without fill, tap and decap cells) <==
family / Yosys count / after routing / synth area share
AOI/OAI and AO/OA: 33 / 33 / 0.172
xor gates and xnor gates: 11 / 11 / 0.0706
adders and majority gates: 1 / 1 / 0.00917
buffers and inverters: 9 / 11 / 0.0312
and+or+nand+nor: 71 / 71 / 0.306
DFF: 28 / 28 / 0.411
==> power by group through the flow <==
stage | Combinational, mW | Clock (mW) | Sequential (mW)
after CTS | 0.00895 | 0.125 | 0.197
after global routing | 0.00994 | 0.134 | 0.198
final | 0.00879 | 0.120 | 0.197
==> cells in the mapped netlist (2+ instances only) <==
master                     count
sky130_fd_sc_hd__xnor2_1       6
sky130_fd_sc_hd__and4_1        3
sky130_fd_sc_hd__a31oi_1       2
sky130_fd_sc_hd__xor2_1        5
sky130_fd_sc_hd__o31ai_1       6
sky130_fd_sc_hd__nor2_1       14
sky130_fd_sc_hd__nand3_1       4
sky130_fd_sc_hd__clkbuf_1      2
sky130_fd_sc_hd__or2_2         2
sky130_fd_sc_hd__dfxtp_1      28
sky130_fd_sc_hd__or4_1         6
sky130_fd_sc_hd__o211ai_1      2
sky130_fd_sc_hd__a21oi_1       9
sky130_fd_sc_hd__o21a_1        2
sky130_fd_sc_hd__o21ai_0       5
sky130_fd_sc_hd__inv_1         5
sky130_fd_sc_hd__or4_4         2
sky130_fd_sc_hd__o21ba_2       2
sky130_fd_sc_hd__nand4_1      10
sky130_fd_sc_hd__nand2_1      11
sky130_fd_sc_hd__nor4_1        5
sky130_fd_sc_hd__nor3_1        4
sky130_fd_sc_hd__or3_1         5
==> stage by stage <==
step / utilization / hold WS (ns) / power (mW)
6_report: 0.241 / 0.485 / 0.326
5_1_grt: 0.241 / 0.520 / 0.342
4_1_cts: 0.241 / 0.488 / 0.331
3_5_place_dp: 0.232 / 0.469 / 0.211
3_3_place_gp: 0.232 / 0.454 / 0.210
2_1_floorplan: - / 0.438 / 0.208
==> metal layers <==
layer	vias to the layer above	track usage	routed length [um]
met5	-	0	0
met4	0	0.00435	15
met1	496	0.0798	1440
met2	10	0.0722	1060
li1	585	-	-
met3	2	0.0194	121
==> cell type report <==
type	instances	area share
clock buffer	4	0.0364
tap	77	0.0637
inverter	5	0.0124
multi-input combinational	116	0.503
timing repair buffer	2	0.0132
sequential	28	0.371
Power is estimated from default activity; no workload was simulated.
